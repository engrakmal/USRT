### flow/design.v
module buffer_rx(CLOCK, RESET, READ, Rx_Data_In, Rx_Data_Out);
input CLOCK, RESET, READ;
input [7:0] Rx_Data_In;
output [7:0] Rx_Data_Out;
reg [7:0] buffer;
always @(posedge CLOCK)
	begin
		if (RESET)
			buffer = 8'h00;
		else if (READ)
			buffer = Rx_Data_In;
		else
			buffer = buffer;
	end
assign 	Rx_Data_Out = buffer;
endmodule
module buffer_tx(CLOCK, RESET, LOAD, Tx_Data_In, Tx_Data_Out);
input CLOCK, RESET, LOAD;
input [7:0] Tx_Data_In;
output [7:0] Tx_Data_Out;
reg [7:0] buffer;
always @(posedge CLOCK)
	begin
		if (RESET)
			buffer = 8'h00;
		else if (LOAD)
			buffer = Tx_Data_In;
		else
			buffer = buffer;
	end
assign 	Tx_Data_Out = buffer;	
endmodule
module  usrt_rx (CLOCK, RESET, SI, NINTI, Rx_Data);
input CLOCK, RESET;  
input SI;
output NINTI;  
output [7:0] Rx_Data; 
localparam [1:0]
idle = 2'b00,  
start = 2'b01,  
data = 2'b10,  
stop = 2'b11;
reg [1:0] state_reg; 
reg [3:0] n_reg; 
reg [7:0] b_reg;
reg NINTI_TEMP; 
always @(posedge CLOCK)
begin
if (RESET)
	begin
		state_reg = idle; 
		n_reg = 0;
		b_reg = 0;
		NINTI_TEMP = 1'b1;
	end
else
	begin 
	case (state_reg) 
		idle:
			begin
				if (~SI)
				state_reg = start;
			end
		start:
			begin
				state_reg = data;  
				n_reg = 0;
				NINTI_TEMP = 1'b0;
				b_reg = {SI, b_reg [7:1]};
			end
		data:
			begin
					if (n_reg == 7)
						begin
						state_reg = stop; 
						NINTI_TEMP = 1'b1;
						end
					else 
						begin
						b_reg = {SI, b_reg [7:1]}; 
						n_reg = n_reg + 1; 
						end
			end	
		stop:
			begin 
				state_reg = idle;
			end
		default:
			begin
				state_reg = idle; 
				n_reg = 0;
				b_reg = 0;
				NINTI_TEMP = 1'b1;
			end
	endcase   
	end 
end 
assign Rx_Data = b_reg;  
assign NINTI = NINTI_TEMP;
endmodule
module usrt_tx(CLOCK, RESET, SEND, Tx_Data, NINTO, SO); 
input CLOCK, RESET;  
input SEND;
input [7:0] Tx_Data;  
output NINTO;
output SO;
localparam [1:0] 
idle = 2'b00,  
start = 2'b01,  
data = 2'b10,  
stop = 2'b11;  
reg [1:0] state_reg;   
reg [2:0] n_reg;  
reg [7:0] b_reg;  
reg SO_reg; 
reg NINTO_TEMP;
always @(posedge CLOCK)  
begin 
if (RESET)  
	begin  
		state_reg = idle;   
		n_reg = 0;  
		b_reg = 0;  
		SO_reg = 1'b1;
		NINTO_TEMP = 1'b0;  
	end 
else  
	begin  
	case (state_reg)  
		idle: 
			begin  
				SO_reg = 1'b1;
				NINTO_TEMP = 1'b0;   
				if (SEND)  
					begin  
						state_reg = start;    
						b_reg = Tx_Data;  
					end
			end 
		start: 
			begin  
				SO_reg = 1'b0;   
				state_reg = data;  
				n_reg = 0;
				NINTO_TEMP = 1'b1;  
			end 
		data:  
			begin  
				SO_reg = b_reg[0];
				b_reg = b_reg >> 1;  
				if (n_reg==7) 
					state_reg = stop;
				else  
					n_reg = n_reg + 1; 
			end 
		stop: 
			begin  
				SO_reg = 1'b1;  
				state_reg = idle;  
			end
		default:
			begin
			state_reg = idle;   
			n_reg = 0;  
			b_reg = 0;  
			SO_reg = 1'b1;
			NINTO_TEMP = 1'b0;
			end
	endcase  
	end
end 
assign SO = SO_reg;
assign NINTO = NINTO_TEMP;
endmodule
module usrt_with_buffer(CLOCK, RESET, SEND, LOAD, READ, Tx_Data_In, Rx_Data_Out, NINTO, NINTI);
input CLOCK, RESET, SEND, LOAD, READ;
input [7:0] Tx_Data_In;
output NINTO, NINTI;
output [7:0] Rx_Data_Out;
wire [7:0] Tx_Data_Out, Rx_Data_In;
buffer_tx inst_buffer_tx(CLOCK, RESET, LOAD, Tx_Data_In, Tx_Data_Out);
usrt_without_buffer inst_usrt_without_buffer(CLOCK, RESET, SEND, Tx_Data_Out, Rx_Data_In, NINTO, NINTI);
buffer_rx inst_buffer_rx(CLOCK, RESET, READ, Rx_Data_In, Rx_Data_Out);
endmodule
module usrt_without_buffer(CLOCK, RESET, SEND, Tx_Data, Rx_Data, NINTO, NINTI);
input CLOCK, RESET, SEND;
input [7:0] Tx_Data;
output [7:0] Rx_Data;
output NINTO, NINTI;
wire SO;
usrt_tx inst_usrt_tx(CLOCK, RESET, SEND, Tx_Data, NINTO, SO);
usrt_rx inst_usrt_rx(CLOCK, RESET, SO, NINTI, Rx_Data);
endmodule
### flow/run.sh
#!/bin/bash
# OpenROAD 26Q1-2900-gdf79404cd8, Yosys 0.63+post, stock flow scripts
make -C /OpenROAD-flow-scripts/flow DESIGN_CONFIG=/design/flow/config.mk WORK_HOME=/design/flow/orfs finish
### flow/config.mk
export PLATFORM = sky130hd
export DESIGN_NAME = usrt_with_buffer
export DESIGN_NICKNAME = usrt_with_buffer
export VERILOG_FILES = /design/flow/design.v
export SDC_FILE = /design/flow/constraint.sdc
export NUM_CORES = 4
export LEC_CHECK = 1
export CORE_UTILIZATION = 30
### flow/constraint.sdc
current_design usrt_with_buffer

set clk_period 2.0
set clk_io_pct 0.2

create_clock -name clk0 -period $clk_period [get_ports {CLOCK}]

set non_clock_inputs [all_inputs -no_clocks]
set_input_delay [expr $clk_period * $clk_io_pct] -clock clk0 $non_clock_inputs
set_output_delay [expr $clk_period * $clk_io_pct] -clock clk0 [all_outputs]
==> impl_metrics.toml <==
# generated from flow reports
[pwr]
ir_worst_vdd_mv = 0.321
p_per_area_mw_per_mm2 = 808
leakagePower_nw = 0.911

[logic_synthesis]
async_reset_ff_share_pct = 0
netlist_area_mm2 = 0.00202
yosysUniqueCellTypes = 37
yosys_area_mm2 = 0.00202
yosys-stat-cells = 196
synth-edff-count = 0
netlist_instances = 196
synth_flop_count = 50
yosysWarnings = 4
flop_cell = "dfxtp_1"
synth_seq_share_pct = 49.6
synth_area_per_cell_um2 = 10.3

[clock_network]
cts_buffers = 5
path_clk_slew_ns = 0.09
cts_buffer_depth = 2
cts_hold_buf = 0
cts_num_sinks = 50
post_cts_resized = 0
clk_latency_ns = 0.30
cts_max_level = 2
tritoncts = "yes"
clock-root-buffer = "clkbuf_8"
cts_setup_buffers = 0

[placed_design]
port_buffers = 22
dp_hpwl_um = 2120
placed_cells = 283
routabilityCongestion = 0.743

[critical_path]
cpPeakStageDelay_ns = 0.46
cp_cell_sequence = "clkdlybuf4s50_1"
rrSetupSlack_ns = 0.52
cp_top_family = "buffers and inverters"
cp_num_cells = 1
slowest_stage = "clkdlybuf4s50_1"
cp.required_ns = 1.60
r2r-start = "inst_usrt_without_buffer.inst_usrt_tx.n_reg[0]"
reg2reg_to = "inst_usrt_without_buffer.inst_usrt_tx.n_reg[2]"
startpoint = "inst_buffer_rx.buffer[7]"
cp.arrival_ns = 1.11
worstSetupPathType = "reg -> out"
worstRegToRegCells = 5
critPathCaptureType = "output port"
critPathBufInv = 1
critPathMaxFanout = 2
start_kind = "flip-flop"

[timing]
whs_ns = 0.462
finalHoldViolations = 0
rsz0062_at_grt = "no"
min_period_ns = 1.51
drv_slew = 0
setup-tns-final_ns = 0
finalCritPeriodShare_pct = 75.7
fmax_mhz = 661
setup_viol = 0
tightest_slew_ns = 0.649
maxSlewHeadroom_pct = 56.6
clock_skew_ns = 0.00996

[floorplanning]
die_y_um = 84.0
chipArea_mm2 = 0.00706
die_x_um = 84.0
num_rows = 29
ios = 23
core-area_mm2 = 0.00642
fp_util_pct = 31.4

[grt]
grt_overflow_total = 0
grt_pass1_vias = 1259
gr-usage-met1_pct = 16.5
grtUsageTotal_pct = 9.96
grt_pass1_wl_um = 5780
grt_max_degree = 53
grtUsageMet3_pct = 1.81
grt_antenna_before_repair = 0
top_usage_layer = "met1"
grt_use_met2_pct = 14.0

[cells_and_area]
mostFrequentLayoutCell = "dfxtp_1"
final_layout_size_suffix_gt1_share_pct = 7.48
final_util_pct = 37.4
final_cells = 291
area_delta_synth_final_pct = 18.9
mostFrequentLayoutCells = "dfxtp_1 (50), mux2i_1 (32), nor2_1 (25)"

[outcome]
violations = "design-rule violations"
status = "finished with violations"

[hold_path]
hold_class = "reg -> reg"
hold_start = "inst_usrt_without_buffer.inst_usrt_tx.SO_reg"
min_to = "inst_usrt_without_buffer.inst_usrt_rx.state_reg[2]"
holdPathStages = 1

[route]
first_pass_iters = 45
ant_nets = 0
diodes = 0
wl_um = 3330
route.detailed.drc = 3
viasPerCell = 4.84
drt_iter0_markers = 82
wl_per_cell_um = 11.4
vias = 1409

[job]
drv_cap = 0
tool_warnings = 25
## synthesized netlist by cell type, types with 2 or more instances
master     n  area [um2]
clkbuf_1   5        18.8
a22oi_1    2        15.0
nor2_1    25        93.8
nand3b_1   2        15.0
nand2_1    6        22.5
and3b_1    2        17.5
nand2b_1  10        62.6
a31oi_1    3        18.8
nand4b_1   2        17.5
buf_2      6        30.0
dfxtp_1   50        1000
ha_1       3        37.5
a21oi_1   13        65.1
mux2i_1   32         320
a211oi_1   8        60.1
nor3b_1    2        15.0
nand3_1    3        15.0
nand4_1    2        12.5
nor3_1     2        10.0
## layer usage
metal,wire length [um],vias to the layer above
met5,0,-
met4,48,0
met3,100,6
met2,1320,18
met1,1850,655
li1,-,730
## per-stage QoR
| stage | cell area (um2) | power [mW] | worst slack (ns) |
|---|---|---|---|
| 6_report | 2400 | 1.94 | 0.486 |
| 5_1_grt | 2400 | 2.03 | 0.415 |
| 4_1_cts | 2400 | 1.96 | 0.471 |
| 3_5_place_dp | 2290 | 1.25 | 0.349 |
| 3_3_place_gp | 2290 | 1.24 | 0.385 |
| 2_1_floorplan | 2020 | 1.19 | 0.630 |
## worst max path at each step
| stage | to |
|---|---|
| 6_report | Rx_Data_Out[7] |
| 4_1_cts | Rx_Data_Out[7] |
| 5_1_grt | Rx_Data_Out[7] |
## final cells by class
class                           instances  area (um2)
Fill cell                             620        4020
Sequential cell                        50        1000
Multi-Input combinational cell        132         946
Timing Repair Buffer                   23         240
Tap cell                               77        96.3
Clock buffer                            5        68.8
Clock inverter                          3        43.8
Inverter                                1        3.75
## kinds of logic (layout without fill, tap and decap cells)
family | count (synthesis) | in the layout | share of synthesized area [%]
and+or+nand+nor | 64 | 64 | 17.2
DFF | 50 | 50 | 49.6
AOI/OAI and AO/OA | 33 | 33 | 11.9
muxes | 32 | 32 | 15.9
buffers and inverters | 14 | 32 | 3.53
adders and majority gates | 3 | 3 | 1.86
## power by group
part           internal, mW  switching [mW]  total, mW
registers              1.03          0.0308       1.06
logic                0.0873          0.0719      0.159
clock network         0.375           0.341      0.716
No activity file was given, so power comes from the tool's default toggle rates.
